===== flow/run.sh =====
#!/bin/bash
# OpenROAD 26Q1-2900-gdf79404cd8, Yosys 0.63+post, stock flow scripts
make -C /OpenROAD-flow-scripts/flow DESIGN_CONFIG=/design/flow/config.mk WORK_HOME=/design/flow/orfs finish

===== flow/config.mk =====
export PLATFORM = sky130hd
export DESIGN_NAME = ALU
export DESIGN_NICKNAME = ALU
export VERILOG_FILES = /design/flow/design.v
export SDC_FILE = /design/flow/constraint.sdc
export NUM_CORES = 4
export LEC_CHECK = 1
export CORE_UTILIZATION = 30

===== flow/constraint.sdc =====
current_design ALU

set clk_period 15.1
set clk_io_pct 0.2

create_clock -name clk0 -period $clk_period

set non_clock_inputs [all_inputs -no_clocks]
set_input_delay [expr $clk_period * $clk_io_pct] -clock clk0 $non_clock_inputs
set_output_delay [expr $clk_period * $clk_io_pct] -clock clk0 [all_outputs]

===== flow/design.v =====
module ALU (
    input [31:0] A, B,
    input [3:0] ALU_Control,
    output reg [31:0] ALU_Result,
    output Zero
);
    always @(*) begin
        case (ALU_Control)
            4'b0000: ALU_Result = A & B;
            4'b0001: ALU_Result = A | B;
            4'b0010: ALU_Result = A + B;
            4'b0110: ALU_Result = A - B;
            4'b0111: ALU_Result = (A < B) ? 1 : 0;
            default: ALU_Result = 0;
        endcase
    end
    assign Zero = (ALU_Result == 0);
endmodule

==> results.txt <==
Cell type with the largest total area: ha_1
FP Util: 30.65%
Avg Cell Area, Syn: 6.803 um2
Slew Limit Headroom: 42.39%
Fmax: 90.57 MHz
Hold_sp: A[31]
Post-layout util: 36.49%
Period minus WS final: 11.04 ns
LEAKAGE: 2.856 nW
Gr ovfl total: 0
Final period util: 73.12%
Mapped Cells: 812
Cell Type Count: 88
Post-cts gate resize count: 0
Post-DP HPWL: 16110 um
Setup_tns: 0 ns
Share of cells above drive strength 1: 4.119%
CP cell instances: clkdlybuf4s50_1 -> inv_1 -> ha_1 -> and4_1 -> nand4_1 -> a21oi_1 -> o311ai_1 -> and2_1 -> o41ai_1 -> a221oi_2 -> mux2i_1 -> a2111oi_0 -> or4b_1 -> nor4_2 -> clkdlybuf4s50_1
Via density: 5.712
Die y size: 137.7 um
Hold-fix buffers, CTS: 0
Via count: 6300
Setup bufs post-CTS: 0
Fill count: 1939
Synth Warn #: 1
Most common cell on crit path: clkdlybuf4s50_1
Yosys cell count: 812
DRC violation count after routing: 0
# IOs: 101
Top cells, area: ha_1 (23%), inv_1 (6.7%), a21oi_1 (6.3%)
Total track usage: 21.82%
YS chip area: 0.005524 mm2
Worst stage delay on the critical path: 0.76 ns
Initial detailed-routing violation count: 718
Critical Path Sink Type: output pin
CP Launch Type: primary input
Area Overhead vs Synth: 19.07%
Critical Path RT: 12.08 ns
Die Wd: 137.7 um
Final Max Slew Viols: 0
Flop count: 0
Crit-path max FO: 13
Critical path class: in2out
Die ar.: 0.01896 mm2
Max-cap violations: 0
Final worst slack: 4.059 ns
OpenROAD warning count: 102
Final antenna-violating net count: 0
Endpoints failing hold: 0
RSZ-0062 raised after global routing: false
TritonRoute pass-1 iters: 5
Vias in the first global route: 5956
Synth top area share: 23.10%
Final setup fails: 0
Crit path max-delay cell type: o41ai_1
Post-place setup slack: 4.168 ns
Worst hold slack: 7.254 ns
First-pass GRT wire length: 32060 um
Post-synth seq share: 0%
Reg area: 0 um2
Clock buffer count: 0
Antenna diodes: 0
Avg WL per Cell: 18.01 um
Total Routed Length: 19870 um
Max rail drop VDD: 0.01964 mV
CP startpoint: A[12]
Hold Crit Depth: 4
Hold EP: ALU_Result[0]
Pwr Density: 35.63 mW/mm2
Placer congestion estimate: 1.022
Std cell rows: 49
CP arrival: 8.02 ns
WP buf/inv: 3
Core box area: 0.01802 mm2
Synthesized area: 0.005524 mm2
Cell family with most CP delay: AND-OR/OR-AND gates
Largest net degree at the start of global routing: 40
Status: finished clean
Hold Path Class: in2out
IO Port Bufs: 101
Least-Margin Pin Slew: 0.8530 ns
Initial antenna violation count: 0
## cell usage in the layout (no fill, tap or decap), types with 4 or more instances in the layout
cell,synthesis,layout
o211ai_1,20,20
o2111ai_1,4,4
o21a_1,8,8
a211o_1,6,6
nor2b_1,9,9
nand3_1,18,18
nor3_1,27,27
clkdlybuf4s50_1,0,101
o31a_1,6,6
nor2_1,60,60
nand2b_1,6,6
o31ai_1,13,13
o21ai_0,45,45
and3_1,4,4
nand4_1,11,11
buf_4,1,8
o221ai_1,4,4
or3_1,8,8
nor4_1,12,12
o22ai_1,13,13
o41ai_1,4,4
mux2i_1,9,9
xnor2_1,12,12
a21oi_1,69,69
o21bai_1,9,9
a21o_1,12,12
and4_1,4,4
nand2_1,55,55
a221oi_1,6,6
o21ai_1,5,5
a31oi_1,10,10
a211oi_1,17,17
inv_1,99,99
ha_1,102,102
## power breakdown
part / switching (mW) / internal (mW)
registers: 0 / 0
clock network: 0 / 0
logic: 0.136 / 0.0984
total: 0.136 / 0.0984
## tightest hold or removal path: stages
cell	delay [ns]
clkdlybuf4s50_1	0.50
ha_1	0.15
o31ai_1	0.12
clkdlybuf4s50_1	0.43
## layer usage
metal  global-route usage, %  routed length (um)
met5                       0                   0
met4                   5.193                 557
met3                   2.515                1576
met2                   33.53                8586
met1                   32.30                9146
## worst max-delay path by stage
stage / to / cells after the start
final: Zero / 15
after CTS: Zero / 15
after global routing: Zero / 15
## synthesized netlist by cell type, types with 4 or more instances
cell type	n
o41ai_1	4
nor2_1	60
nand3_1	18
o21bai_1	9
nand2b_1	6
nor3_1	27
nand4_1	11
nor4_1	12
o2111ai_1	4
a221oi_1	6
nand2_1	55
buf_2	12
o21ai_1	5
inv_1	99
a211oi_1	17
o21a_1	8
a21oi_1	69
ha_1	102
o221ai_1	4
o21ai_0	45
buf_6	8
o31ai_1	13
mux2i_1	9
and4_1	4
or3_1	8
a21o_1	12
and3_1	4
o211ai_1	20
clkbuf_1	17
nor2b_1	9
a31oi_1	10
a211o_1	6
clkbuf_8	4
o22ai_1	13
o31a_1	6
xnor2_1	12
## metrics by stage
step / std cells / instance area (um2) / power [mW]
5_1_grt: 1103 / 6578 / 0.2587
6_report: 1103 / 6578 / 0.2344
4_1_cts: 1103 / 6578 / 0.2313
3_5_place_dp: 1103 / 6578 / 0.2299
2_1_floorplan: 812 / 5524 / 0.1505
3_3_place_gp: 1103 / 6578 / 0.2321
## cell families after synthesis
logic type | synth area share [%]
AOI/OAI and AO/OA | 37.44
and+or+nand+nor | 22.06
buffers and inverters | 12.37
muxes | 2.242
adders and majority gates | 23.83
xor gates and xnor gates | 2.061
## layout make-up
cell class | instances | area (um2) | share of cell area [%]
Multi-Input combinational cell | 664 | 4841 | 73.60
Inverter | 101 | 379.1 | 5.764
Timing Repair Buffer | 109 | 1071 | 16.28
Tap cell | 229 | 286.5 | 4.356
Power figures rest on the tool's default switching activity, not on a simulated workload.
